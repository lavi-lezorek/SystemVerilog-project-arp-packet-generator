===== flow/design.v =====
package arp_packet_generator_package;
	typedef logic [47:0] mac_address;
	typedef logic [31:0] ip_address;
	typedef logic [15:0] arp_operator;
	typedef logic [543:0] arp_packet;
	localparam [55:0] PREAMBLE = 56'h55555555555555;
	localparam [7:0] SFD = 8'hd5;
	localparam [15:0] ARP_ETHERTYPE = 16'h0806;
	localparam [15:0] HTYPE = 16'd1;
	localparam [15:0] PTYPE = 16'h0800;
	localparam [7:0] HLEN = 8'd6;
	localparam [7:0] PLEN = 8'd4;
	localparam [143:0] PADDING = 144'd0;
endpackage 
package crc_32_byte_package;
	localparam [31:0] CRC_POLY = 32'h04c11db7;
	localparam [31:0] CRC_INITIAL_VALUE = 32'hffffffff;
	function logic [7:0] revers_byts(logic [7:0] data_to_revers = 8'd0);
		for(int i = 0; i < 8; i++) begin
			revers_byts[i] = data_to_revers[7-i];
		end
	endfunction
	function logic [31:0] not_reverse_4_byts(logic [31:0] data_to_revers_and_not = 32'd0);
		begin
			for (int i = 0; i < 32; i = i + 1) begin
				not_reverse_4_byts[i] = ~data_to_revers_and_not[31-i];
			end
		end
	endfunction
endpackage 
module arp_packet_generator
import arp_packet_generator_package::*, crc_32_byte_package::*;
(
	input wire clk,
	input wire rst_n,
	input mac_address src_mac_add,
	input mac_address des_mac_add,
	input ip_address src_ip_add,
	input ip_address des_ip_add,
	input arp_operator operator,
	input wire req,
	output logic gmii_tx_en = 1'b0,
	output logic [7:0] gmii_txd = 8'd0
);
	arp_packet packet = '{default:0};
	enum {STATE_IDLE, STATE_PRE_SFD, STATE_DATA, STATE_FCS} state_mashine;
	logic [5:0] cnt = 6'd0;
	logic crc_en = 1'b0;
	logic crc_clr = 1'b0;
	logic crc_ready;
	logic [31:0] crc_out;
	crc_32_byte u0
	(
		.clk(clk),
		.rst_n(rst_n),
		.data_in(gmii_txd),
		.crc_en(crc_en),
		.clr(crc_clr),
		.crc_out(crc_out),
		.crc_ready(crc_ready)
	);
	always_ff@(posedge clk or negedge rst_n) begin
		if(rst_n == 1'b0) begin
			packet <= '{default:0};
			gmii_tx_en <= 1'b0;
			gmii_txd <= 8'd0;
			cnt <= 6'd0;
			crc_en <= 1'b0;
			crc_clr <= 1'b0;
			state_mashine <= STATE_IDLE;
		end else begin
			case(state_mashine)
				STATE_IDLE: begin
					crc_clr <= 1'b1;
					gmii_tx_en <= 1'b0;
					gmii_txd <= 8'd0;
					if(req == 1'b1) begin
						packet <= {PREAMBLE, SFD, des_mac_add,
									  src_mac_add, ARP_ETHERTYPE,
									  HTYPE, PTYPE, HLEN, PLEN,
									  operator, src_mac_add,
									  src_ip_add, des_mac_add,
									  des_ip_add, PADDING
									 };
						state_mashine <= STATE_PRE_SFD;
					end
				end
				STATE_PRE_SFD: begin
					crc_clr <= 1'b0;
					gmii_tx_en <= 1'b1;
					gmii_txd <= packet[543-:8];
					packet <= {packet[535:0], 8'd0};
					if(gmii_txd == 8'hd5) begin
						state_mashine <= STATE_DATA;
						crc_en <= 1'b1;
						cnt <= cnt + 6'd1;
					end
				end
				STATE_DATA: begin
					gmii_txd <= packet[543-:8];
					if(cnt == 6'd60) begin
						cnt <= 6'd0;
						crc_en <= 1'b0;
						state_mashine <= STATE_FCS;
					end else begin
						packet <= {packet[535:0], 8'd0};
						cnt <= cnt + 6'd1;
					end
				end
				STATE_FCS: begin
					if(cnt == 6'd3) begin
						gmii_txd <= crc_out[31:24];
						cnt <= 6'd0;
						state_mashine <= STATE_IDLE; 
					end else begin
						cnt <= cnt + 6'd1;
						case(cnt)
							6'd2: begin
								gmii_txd <= crc_out[23:16];
							end
							6'd1: begin
								gmii_txd <= crc_out[15:8];
							end
							6'd0: begin
								gmii_txd <= crc_out[7:0];
							end
						endcase
					end
				end
			endcase
		end
	end
endmodule 
module crc_32_byte
import crc_32_byte_package ::*;
(
	input wire clk,
	input wire rst_n,
	input wire [7:0] data_in,
	input wire crc_en,
	input wire clr,
	output logic [31:0] crc_out,
	output logic crc_ready
);
	logic [31:0] crc_reg = CRC_INITIAL_VALUE;
	logic [31:0] crc_next = CRC_INITIAL_VALUE;
	logic [31:0] crc_out_reg = 32'd0;
	logic [31:0] crc_out_next = 32'd0;
	logic crc_ready_reg = 1'b0;
	logic crc_ready_next = 1'b0;
	assign crc_out = crc_out_reg;
	assign crc_ready = crc_ready_reg;
	always_comb begin
		crc_next = crc_reg;
		crc_out_next = crc_out_reg;
		crc_ready_next = crc_ready_reg;
		if(clr == 1'b1) begin
			crc_next = CRC_INITIAL_VALUE;
			crc_out_next = 32'd0;
			crc_ready_next = 1'b0;
		end else begin
			if(crc_en == 1'b1) begin
				crc_next = crc_next ^ {revers_byts(data_in), 24'd0};
				for(integer i = 0; i < 8; i++) begin
					if(crc_next[31] == 1'b1) begin
						crc_next = {crc_next[30:0], 1'b0} ^ CRC_POLY;
					end else begin
						crc_next = {crc_next[30:0], 1'b0};
					end
				end
				crc_out_next = not_reverse_4_byts(crc_next);
				crc_ready_next = 1'b1;
			end
		end
	end
	always_ff@(posedge clk or negedge rst_n) begin
		if(rst_n == 1'b0) begin
			crc_reg <= CRC_INITIAL_VALUE;
			crc_out_reg <= 32'd0;
			crc_ready_reg <= 1'b0;
		end else begin
			crc_reg <= crc_next;
			crc_out_reg <= crc_out_next;
			crc_ready_reg <= crc_ready_next;
		end
	end
endmodule 

===== flow/run.sh =====
#!/bin/bash
# OpenROAD 26Q1-2900-gdf79404cd8, Yosys 0.63+post, stock flow scripts
make -C /OpenROAD-flow-scripts/flow DESIGN_CONFIG=/design/flow/config.mk WORK_HOME=/design/flow/orfs finish

===== flow/config.mk =====
export PLATFORM = sky130hd
export DESIGN_NAME = arp_packet_generator
export DESIGN_NICKNAME = arp_packet_generator
export VERILOG_FILES = /design/flow/design.v
export SDC_FILE = /design/flow/constraint.sdc
export NUM_CORES = 4
export LEC_CHECK = 1
export CORE_UTILIZATION = 50
export SYNTH_HDL_FRONTEND = slang

===== flow/constraint.sdc =====
current_design arp_packet_generator

set clk_period 18.6
set clk_io_pct 0.2

create_clock -name clk0 -period $clk_period [get_ports {clk}]

set non_clock_inputs [all_inputs -no_clocks]
set_input_delay [expr $clk_period * $clk_io_pct] -clock clk0 $non_clock_inputs
set_output_delay [expr $clk_period * $clk_io_pct] -clock clk0 [all_outputs]

==> reports/qor.tcl <==
set qor(synth_cell_types) 51
set qor(static-leakage-power_nw) 11.2
set qor(ir_worst_vdd_mv) 0.0666
set qor(placed_cell_area_sq_um) 23100
set qor(via_count) 15287
set qor(grt_use_total_pct) 26.2
set qor(yosys_cells) 2078
set qor(clock.fmax_mhz) 158
set qor(synthToLayoutAreaGrowth_pct) 18.1
set qor(post_cts_buffers) 0
set qor(finalCritPeriodShare_pct) 34.0
set qor(cts.repair.resized) 0
set qor(placement.io_buffers) 187
set qor(die_w_um) 207
set qor(rsz0062_at_grt) {false}
set qor(io-pin-count) 188
set qor(min_period_ns) 6.33
set qor(grt_start_max_net_pins) 223
set qor(maxCapViolations) 0
set qor(yosysTopAreaCellShare_pct) 54.0
set qor(tool_warnings) 36
set qor(detail_route.drc_violations) 0
set qor(die-area_sq_um) 42700
set qor(finalSetupViolCount) 0
set qor(placement_rows) 74
set qor(globalRouteOverflowTotal) 0
set qor(timing.setup.critical_path_class) {primary input to flip-flop}
set qor(dp_hpwl_um) 33900
set qor(asyncSetResetFlopFracSynth_pct) 100
set qor(count_of_final_hold_check_violations) 0
set qor(synth_cells) 2078
set qor(cts-root-to-sink-buffers) 3
set qor(tns_ns) 0
set qor(critical_path.max_fanout) 78
set qor(tritoncts) {yes}
set qor(synth-edff-count) 0
set qor(initial_core_utilization_pct) 51.0
set qor(route.detailed.vias_per_inst) 5.56
set qor(global_route_wire_length_before_repair_um) 82000
set qor(drt_wl_total_um) 51600
set qor(clk_transition_reported_paths_ns) 0.06
set qor(area.combinational_sq_um) 8090
set qor(ys_top_cells_by_area) {sky130_fd_sc_hd__dfrtp_1, sky130_fd_sc_hd__nand2_1, sky130_fd_sc_hd__o21ai_0}
set qor(synth_warnings) 0
set qor(drive_above_1_share_pct) 7.27
set qor(synth_flops) 485
set qor(detail_route.iter0.violations) 1116
set qor(synth.avg_cell_area_sq_um) 10.1
set qor(synth-area-yosys_sq_um) 21000
set qor(synthesis.area_sq_um) 21000
set qor(biggest_area_consumer_among_synthesized_cells) {sky130_fd_sc_hd__dfrtp_1}
set qor(dr.pass1.iters) 18
set qor(cts_max_level) 2
set qor(routabilityCongestion) 0.887
set qor(worstHoldPathType) {flip-flop to flip-flop}
set qor(ctsRootBufferMaster) {sky130_fd_sc_hd__clkbuf_16}
set qor(r2r_cells) 8
set qor(final-max-slew-violation-count) 0
set qor(worst_ep_arrival_time_ns) 6.75
set qor(ys_seq_share_pct) 58.1
set qor(dieHeight_um) 207
set qor(insertion_delay_ns) 0.59
set qor(cts_sinks) 485
set qor(detail_route.wl_per_cell_um) 18.8
set qor(area_taken_by_flip_flops_and_latches_sq_um) 12200
set qor(worst_hold_path.num_cells) 2
set qor(detail_route.antenna_diodes) 0
set qor(postLayoutCellArea_sq_um) 24800
set qor(number_of_antenna_violations_at_the_first_check_in_global_routing) 0
set qor(run_status) {completed}
set qor(synth_top_flop_cell) {sky130_fd_sc_hd__dfrtp_1}
set qor(cellPowerDensity_nw_per_um2) 86.0
set qor(end_kind) {flip-flop}
set qor(filler_cell_count) 3407
set qor(max_reg_flops) 400
set qor(tritoncts.num_buffers) 50
set qor(placeableCoreArea_sq_um) 41100
set qor(postCtsHoldBufs) 0
set qor(timing.critical_path.from_type) {primary input}
set qor(max-slew-margin-rel_pct) 38.5
set qor(timing_worst_slew_pin_value_ns) 0.917
set qor(required_ns) 19.02
set qor(ant_nets) 0
set qor(first_global_vias) 14967
set qor(clock_skews_ns) 0.0162
-- critical path, cell delays in order --
cell	delay, ns
sky130_fd_sc_hd__clkdlybuf4s50_1	0.60
sky130_fd_sc_hd__nand2b_1	0.31
sky130_fd_sc_hd__o211a_4	0.63
sky130_fd_sc_hd__buf_4	0.56
sky130_fd_sc_hd__buf_4	0.69
sky130_fd_sc_hd__a31oi_1	0.17
-- routing by layer --
layer  global-route usage [%]  share of wire, %  vias up
met4                     4.93               2.2        0
met2                     37.2                45      306
met5                        0                 0        -
met3                     6.32               6.2       70
met1                     44.1                47     7478
li1                         -                 -     7433
-- worst paths after layout --
kind / endpoint / slack, ns / start
max: packet[254] / 12.27 / req
min: packet[144] / 0.47 / packet[144]
max reg2reg: packet[254] / 14.72 / cnt[0]
min reg2reg: packet[144] / 0.47 / packet[144]
max in group asynchronous: packet[403] / 13.11 / rst_n
min in group asynchronous: u0.crc_out[0] / 3.10 / rst_n
-- metrics by stage --
stage               util [%]  power (mW)  hold slack (ns)  instances  worst slack, ns
floorplan                  -        1.08            0.430       2078            13.67
global placement        56.2        1.14            0.453       2661            11.75
detailed placement      56.2        1.14            0.461       2661            11.67
CTS                     60.2        2.16            0.476       2748            12.31
global route            60.2        2.20            0.495       2748            11.97
finish                  60.2        2.13            0.472       2748            12.27
-- cell type report --
class                           count  area share (%)
Clock buffer                       74            5.99
Inverter                           22           0.334
Tap cell                          532            2.69
Sequential cell                   485            49.2
Timing Repair Buffer              208            8.42
Clock inverter                     13           0.692
Multi-Input combinational cell   1414            32.7
-- report_power, final --
| group | switching (mW) | total (mW) | internal [mW] |
|---|---|---|---|
| clock | 0.408 | 1.01 | 0.603 |
| sequential | 0 | 1.06 | 1.06 |
| combinational | 0.0284 | 0.0626 | 0.0341 |
-- placed cells by master (no fill, tap or decap), types with 9 or more instances in the layout --
master / count
sky130_fd_sc_hd__clkbuf_16: 51
sky130_fd_sc_hd__inv_1: 21
sky130_fd_sc_hd__dfstp_2: 33
sky130_fd_sc_hd__nand3_1: 9
sky130_fd_sc_hd__clkbuf_1: 11
sky130_fd_sc_hd__nor3_1: 15
sky130_fd_sc_hd__buf_4: 17
sky130_fd_sc_hd__a21oi_1: 220
sky130_fd_sc_hd__clkbuf_8: 12
sky130_fd_sc_hd__and2_1: 96
sky130_fd_sc_hd__o22a_1: 42
sky130_fd_sc_hd__a22o_1: 95
sky130_fd_sc_hd__xnor2_1: 42
sky130_fd_sc_hd__nand2_1: 362
sky130_fd_sc_hd__dfrtp_1: 451
sky130_fd_sc_hd__a31oi_1: 75
sky130_fd_sc_hd__o21ai_0: 225
sky130_fd_sc_hd__xnor2_2: 9
sky130_fd_sc_hd__nor2_1: 115
sky130_fd_sc_hd__clkdlybuf4s50_1: 186
sky130_fd_sc_hd__o21a_1: 17
sky130_fd_sc_hd__a22oi_1: 16
-- cell families after synthesis --
kind of cell,count (synthesis),share of synthesized area [%]
xor+xnor,71,4.48
buf+inv,179,3.44
fa+ha+maj,4,0.239
flops,485,58.1
mux,3,0.143
simple gates,616,12.6
compound gates,720,21.0
-- cells in the mapped netlist (40+ instances only) --
cell type / n
sky130_fd_sc_hd__clkbuf_1: 108
sky130_fd_sc_hd__a31oi_1: 75
sky130_fd_sc_hd__buf_2: 40
sky130_fd_sc_hd__nand2_1: 362
sky130_fd_sc_hd__a21oi_1: 220
sky130_fd_sc_hd__xnor2_1: 42
sky130_fd_sc_hd__o22a_1: 42
sky130_fd_sc_hd__and2_1: 96
sky130_fd_sc_hd__a22o_1: 95
sky130_fd_sc_hd__nor2_1: 116
sky130_fd_sc_hd__o21ai_0: 225
sky130_fd_sc_hd__dfrtp_1: 452
Power is estimated from default activity; no workload was simulated.
